==> /design/flow/design.v <==
`timescale 1 ns / 1 ps
	module accelerator_v1_0_S00_AXIS #
	(
		parameter integer C_S_AXIS_TDATA_WIDTH	= 32
	)
	(
		output reg         rx_axi_slv_en  ,
    output reg [31:0]  rx_axi_slv_data,
		input wire  S_AXIS_ACLK,
		input wire  S_AXIS_ARESETN,
		output wire  S_AXIS_TREADY,
		input wire [C_S_AXIS_TDATA_WIDTH-1 : 0] S_AXIS_TDATA,
		input wire [(C_S_AXIS_TDATA_WIDTH/8)-1 : 0] S_AXIS_TSTRB,
		input wire  S_AXIS_TLAST,
		input wire  S_AXIS_TVALID
	);
	function integer clogb2 (input integer bit_depth);
	  begin
	    for(clogb2=0; bit_depth>0; clogb2=clogb2+1)
	      bit_depth = bit_depth >> 1;
	  end
	endfunction
	localparam NUMBER_OF_INPUT_WORDS  = 50;
	localparam bit_num  = clogb2(NUMBER_OF_INPUT_WORDS-1);
	parameter [1:0] IDLE = 1'b0,         
	                WRITE_FIFO  = 1'b1;  
	wire  	axis_tready;
	reg mst_exec_state;  
	genvar byte_index;     
	wire fifo_wren;
	reg fifo_full_flag;
	reg [bit_num-1:0] write_pointer;
	  reg writes_done;
	assign S_AXIS_TREADY	= axis_tready;
	always @(posedge S_AXIS_ACLK) 
	begin  
	  if (!S_AXIS_ARESETN) 
	    begin
	      mst_exec_state <= IDLE;
	    end  
	  else
	    case (mst_exec_state)
	      IDLE: 
	          if (S_AXIS_TVALID)
	            begin
	              mst_exec_state <= WRITE_FIFO;
	            end
	          else
	            begin
	              mst_exec_state <= IDLE;
	            end
	      WRITE_FIFO: 
	        if (writes_done)
	          begin
	            mst_exec_state <= IDLE;
	          end
	        else
	          begin
	            mst_exec_state <= WRITE_FIFO;
	          end
	    endcase
	end
  assign axis_tready = 1'b1;
	always@(posedge S_AXIS_ACLK)
	begin
	  if(!S_AXIS_ARESETN)
	    begin
	      write_pointer <= 0;
	      writes_done <= 1'b0;
	    end  
	  else
	    if (write_pointer <= NUMBER_OF_INPUT_WORDS-1)
	      begin
	        if (fifo_wren)
	          begin
	            write_pointer <= write_pointer + 1;
	            writes_done <= 1'b0;
	          end
	          if ((write_pointer == NUMBER_OF_INPUT_WORDS-1)|| S_AXIS_TLAST)
	            begin
	              writes_done <= 1'b1;
	            end
	      end  
	end
	assign fifo_wren = S_AXIS_TVALID && axis_tready;
	generate 
	  for(byte_index=0; byte_index<= (C_S_AXIS_TDATA_WIDTH/8-1); byte_index=byte_index+1)
	  begin:FIFO_GEN
	    reg  [(C_S_AXIS_TDATA_WIDTH/4)-1:0] stream_data_fifo [0 : NUMBER_OF_INPUT_WORDS-1];
	    always @( posedge S_AXIS_ACLK )
	    begin
	      if (fifo_wren) 
	        begin
	          stream_data_fifo[write_pointer] <= S_AXIS_TDATA[(byte_index*8+7) -: 8];
	        end  
	    end  
	  end		
	endgenerate
	always@(posedge S_AXIS_ACLK)
	begin
			  if (!S_AXIS_ARESETN) 
	      begin
	        rx_axi_slv_en <= 1'b0;
	      end  
	      else
	      begin
	      	rx_axi_slv_en <= fifo_wren;
	      end
	end
	always@(posedge S_AXIS_ACLK)
	begin
			  if (!S_AXIS_ARESETN) 
	      begin
	        rx_axi_slv_data <= 32'b0;
	      end  
	      else if (fifo_wren)
	      begin
	      	rx_axi_slv_data <= S_AXIS_TDATA;
	      end
	      else
	      begin
	        rx_axi_slv_data <= 32'b0;
	      end  	      
	end	        
	endmodule
==> /design/flow/run.sh <==
#!/bin/bash
# OpenROAD 26Q1-2900-gdf79404cd8, Yosys 0.63+post, stock flow scripts
make -C /OpenROAD-flow-scripts/flow DESIGN_CONFIG=/design/flow/config.mk WORK_HOME=/design/flow/orfs finish
==> /design/flow/config.mk <==
export PLATFORM = sky130hd
export DESIGN_NAME = accelerator_v1_0_S00_AXIS
export DESIGN_NICKNAME = accelerator_v1_0_S00_AXIS
export VERILOG_FILES = /design/flow/design.v
export SDC_FILE = /design/flow/constraint.sdc
export NUM_CORES = 4
export LEC_CHECK = 1
export CORE_AREA = 10 10 104 104
export DIE_AREA = 0 0 114 114
==> /design/flow/constraint.sdc <==
current_design accelerator_v1_0_S00_AXIS

set clk_period 1.0
set clk_io_pct 0.2

create_clock -name clk0 -period $clk_period [get_ports {S_AXIS_ACLK}]

set non_clock_inputs [all_inputs -no_clocks]
set_input_delay [expr $clk_period * $clk_io_pct] -clock clk0 $non_clock_inputs
set_output_delay [expr $clk_period * $clk_io_pct] -clock clk0 [all_outputs]
==> flow_summary.yaml <==
# implementation run metrics
outcome:
  status: "complete, no violations"
route:
  first_pass_iters: 2
  ant_nets: 0
  vias_per_cell: 3.039
  wire_per_inst_um: 12.75
  drc: 0
  dr_total_vias: 775
  drtIter0Drc: 9
  wl_mm: 3.250
grt:
  met1_usage_pct: 6.168
  grt_pass1_wl_mm: 4.974
  use_met3_pct: 2.871
  overflow: 0
  grt_pass1_vias: 849
  use_met2_pct: 7.365
  grt_max_degree: 21
  grt_antenna_before_repair: 0
  grt_usage_pct: 4.912
  busiest_layer: "met2"
finish:
  fin_cells: 255
  area_growth_pct: 88.12
  design_area_um2: 1763
  post-route-util_pct: 20.31
  layout-drive-gt1-share_pct: 47.26
clock_tree:
  tritoncts.num_buffers: 5
  root_buffer: "clkbuf_8"
  cts_tree: "done"
  cts_sinks: 33
  max-clock-path-buffers: 2
  cts.clk_slew.worst_paths_ns: 0.07
  cts_max_level: 2
  cts-hold-fix-buffers: 0
setup_path:
  crit_end: "rx_axi_slv_data[19]"
  critPathKind: "reg -> out"
  cp_cell_sequence: "clkdlybuf4s15_1"
  cp_max_fo: 1
  path_depth: 1
  crit_slowest_cell: "dfxtp_2"
  critical_path_buf_inv_count: 1
  crit_required_ns: 0.80
  worstSetupStartpointType: "flip-flop"
  end_kind: "output port"
  arrival_ns: 0.76
  crit_start: "rx_axi_slv_data[19]"
  cpPeakStageDelay_ns: 0.31
  cp_top_family: "flip-flops"
synth:
  yosysSeqAreaShare_pct: 70.49
  yosysCellCount: 74
  ys_seq_elements: 33
  yosysWarnings: 1
  syn-cell-area_um2: 937.1
  yosysChipArea_um2: 937.1
  syn_avg_cell_area_um2: 12.66
  syn_inst: 74
  synth_cell_types: 8
floorplanning:
  core-area_um2: 8678
  die_h_um: 114
  fp_util_pct: 10.80
  dieArea_um2: 13000
  row_count: 34
  io_pins: 74
  fp.dieW_um: 114
pwr:
  finalPower_mw: 2.782
  ir_worst_vdd_mv: 0.4680
  p_per_area_nw_per_um2: 1578
  power_leakage_nw: 0.8136
run:
  warnings: 30
  max_cap_violations: 0
timing:
  setup_violations: 0
  slew_viol_final: 0
  fin_crit_ns: 0.9640
  finalHoldViolCount: 0
  max_freq_mhz: 1037
  fin_crit_sh_pct: 96.40
  worst_slack_ns: 0.03597
placed_design:
  numPortBuffers: 67
  placedInstanceArea_um2: 1735
  pre_cts_slack_ns: -0.1588
  gp_congestion: 0.6547
  dp_cells: 246
hold_path:
  hp-start: "S_AXIS_TDATA[24]"
  holdCritPathClass: "in -> reg"
==> layout by cell type (no fill, tap or decap) <==
cell and instances:
clkbuf_8 7, buf_4 4, buf_2 7, clkdlybuf4s15_1 14, dfxtp_1 18, and3_2 23, clkdlybuf4s50_1 34, and3_1 9
dfxtp_2 15, diode_2 1, and2_1 1, clkinv_2 1, clkbuf_2 12, conb_1 1
==> stage by stage <==
| stage | setup TNS [ns] | hold WS, ns |
|---|---|---|
| finish | 0 | 0.5175 |
| global placement | -4.430 | 0.8089 |
| CTS | 0 | 0.5114 |
| floorplan | 0 | 0.3592 |
| global route | -0.001601 | 0.5029 |
| detailed placement | -4.249 | 0.8181 |
==> routing by layer <==
layer  vias to the layer above  share of wire [%]
met3                         6                 11
met5                         -                  0
met1                       340                 45
li1                        387                  -
met4                         0                1.2
met2                        42                 43
==> cell families (layout without fill, tap and decap cells) <==
| logic type | Yosys count | after routing | share of synthesized area (%) |
|---|---|---|---|
| buf+inv | 7 | 79 | 4.005 |
| flops | 33 | 33 | 70.49 |
| other cells | 1 | 2 | 0.4001 |
| simple gates | 33 | 33 | 25.10 |
==> power by group <==
part / switching, mW / total, mW / internal (mW)
Combinational: 0.0691 / 0.271 / 0.201
Clock: 0.505 / 1.13 / 0.623
Sequential: 0.0120 / 1.38 / 1.37
==> synth_stat cells <==
master | n | area [µm²]
dfxtp_1 | 33 | 660.6
conb_1 | 1 | 3.750
clkbuf_2 | 3 | 15.01
buf_4 | 1 | 7.510
and3_2 | 23 | 172.7
buf_2 | 3 | 15.01
and3_1 | 9 | 56.30
and2_1 | 1 | 6.260
==> area by class of cell <==
class | instances | area, µm²
diodes | 1 | 2.502
clock buffers | 7 | 96.34
clock inverters | 1 | 5.005
fillers | 964 | 6915
multi-input cells | 34 | 239.0
flip-flops and latches | 33 | 679.4
well taps | 108 | 135.1
repair buffers | 71 | 605.6
==> flip-flops by register name (all words and copies together), names as in the netlist <==
signal,flops
rx_axi_slv_data,32
rx_axi_slv_en,1
==> worst min path at each step <==
stage / slack (ns) / depth (start not counted) / to
final: 0.52 / 2 / rx_axi_slv_data[24]
after global routing: 0.50 / 2 / rx_axi_slv_data[24]
after CTS: 0.51 / 2 / rx_axi_slv_data[24]
==> what timing repair did <==
action | 4_1_cts | 5_1_grt
gates resized | 81 | 24
buffers inserted | 0 | 0
endpoints found under the hold margin | 0 | 0
setup endpoints to repair | 33 | 15
gates cloned | 0 | 0
Power is estimated from default activity; no workload was simulated.
